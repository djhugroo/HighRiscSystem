==> /design/flow/design.v <==
module ProgramCounter
(
	input Clock, Reset,
	input [15:0] LoadValue,
	input LoadEnable,
	input signed [8:0] Offset,
	input OffsetEnable,
	output logic signed [15:0]CounterValue
);
	logic [15:0] nextCounterValue;  
	always_ff @(posedge Clock)
	begin
		CounterValue <= nextCounterValue;  
	end
	always_comb
	begin
		if (Reset)
			nextCounterValue = '0;  
			else if (LoadEnable)
				nextCounterValue = LoadValue;  
				else if (OffsetEnable)
					nextCounterValue = CounterValue + Offset;  
					else
						nextCounterValue = CounterValue + 1;  
	end
endmodule
==> /design/flow/run.sh <==
#!/bin/bash
# OpenROAD 26Q1-2900-gdf79404cd8, Yosys 0.63+post, stock flow scripts
make -C /OpenROAD-flow-scripts/flow DESIGN_CONFIG=/design/flow/config.mk WORK_HOME=/design/flow/orfs finish
==> /design/flow/config.mk <==
export PLATFORM = sky130hd
export DESIGN_NAME = ProgramCounter
export DESIGN_NICKNAME = ProgramCounter
export VERILOG_FILES = /design/flow/design.v
export SDC_FILE = /design/flow/constraint.sdc
export NUM_CORES = 4
export LEC_CHECK = 1
export CORE_AREA = 10 10 111 111
export DIE_AREA = 0 0 121 121
==> /design/flow/constraint.sdc <==
current_design ProgramCounter

set clk_period 7.1
set clk_io_pct 0.2

create_clock -name clk0 -period $clk_period [get_ports {Clock}]

set non_clock_inputs [all_inputs -no_clocks]
set_input_delay [expr $clk_period * $clk_io_pct] -clock clk0 $non_clock_inputs
set_output_delay [expr $clk_period * $clk_io_pct] -clock clk0 [all_outputs]
==> results.cfg <==
; generated from flow reports
[run_status]
status = complete, no violations

[synth]
synth_warnings = 1
syn_avg_cell_area_um2 = 7.514
synthXorXnorAreaFrac_pct = 6.857
yosys_area_mm2 = 0.001405
topCombFamilyByArea = simple AND/OR/NAND/NOR gates
edf_count = 0
mux_area_share_pct = 4.363
flop_cell = dfxtp_1
synth_area_mm2 = 0.001405
ys_sh_adder_pct = 8.549
synthCells = 187
ys_seq_share_pct = 22.80
aoi_share_pct = 18.79
async_reset_ff_share_pct = 0
synthDistinctLibCells = 44
synth-seq-cells = 16
ys_cells = 187
synthSimpleGateAreaFrac_pct = 34.64

[placement]
routabilityCongestion = 0.8448
placed_cells = 353
port_buffers = 44
hpwl_mm = 3.641

[power]
ir_drop_mv = 0.06735
p_leak_nw = 0.7566
powerDensity_mw_per_mm2 = 146.7

[clock_network]
htreeDepth = 1
cts_root_buffer = clkbuf_8
cts_hold_buf = 0
cts_resized = 0
clk_latency_ps = 250
cts_tree = built
clockBufferDepth = 2
clk_pin_slew_ps = 70
cts_sinks = 16
cts_setup_buffers = 0
cts_buffers = 3

[hold_path]
hold_class = reg -> reg
holdPathStages = 3

[detailed_routing]
dr.pass1.iters = 5
vias = 1454
drt_iter0_drc = 94
diodes = 0
vias_per_cell = 4.073
wl_per_cell_um = 13.07
antenna_left = 0
wirelength_mm = 4.666
drc = 0

[setup_path]
cp.arrival_ps = 4170
path_class = in -> reg
critPathBufInv = 1
end_kind = flop
path_cells = clkdlybuf4s50_1 > nand2b_1 > ha_1 > fa_1 > a21o_1 > a221oi_2 > o21ai_2 > mux2i_1 > nor4b_1 > a211o_1
cp_top_family = AND-OR/OR-AND gates
required_ps = 7250
r2r_setup_slack_ps = 4670
worstSetupStartpointType = primary input
reg2reg_depth = 8
crit_cells = 10
worst-path-max-fanout = 11
critPathMaxStageDelay_ps = 640
slowest_stage = clkdlybuf4s50_1

[cells_and_area]
largest_register = CounterValue
largest_registers = CounterValue: 16 flops
final_cells = 357
drive_gt1_share_pct = 4.018
largest_reg_flops = 16
syn2layout_area_growth_pct = 43.90

[die]
dieArea_mm2 = 0.01464
core_area_mm2 = 0.009864
fp.dieH_um = 121
fp.dieW_um = 121
std_cell_rows = 36
ioPinCount = 45
fp-utilization_pct = 14.24

[grt]
grt_use_total_pct = 6.501
grt_antenna_before_repair = 0
grt_pass1_vias = 1474
grt_max_degree = 26
grt_first_pass_wirelength_mm = 7.797
overflow = 0

[timing]
fin_crit_ps = 4018
tightest_slew_ps = 853.0
slew_headroom_pct = 42.96
tns_ps = 0
finalHoldViolCount = 0
maxSlewViolCount = 0
finalClockSkew_ps = 1.402
rsz0062_at_grt = no
clock.fmax_ghz = 0.2489
setup_viol = 0
finalClockPeriodUsage_pct = 56.59

[job]
tool_warnings = 25
drv_cap = 0
layer usage:
metal | up-vias | part of all wire [%] | GRT usage (%) | routed length (µm)
met4 | 0 | 0.26 | 0.2262 | 12
li1 | 750 | - | - | -
met1 | 653 | 50 | 9.592 | 2347
met5 | - | 0 | 0 | 0
met2 | 49 | 39 | 9.116 | 1813
met3 | 2 | 11 | 2.598 | 492
synthesized netlist by cell type (3+ instances only):
master    count  area share (%)
a211oi_1      3             1.6
a21oi_1      13             4.6
and2_1       11             4.9
buf_2         6             2.1
clkbuf_1      5             1.3
dfxtp_1      16              23
ha_1          8             7.1
mux2i_1       5             3.6
nand2_1      27             7.2
nand3_1       8             2.8
nor2_1       16             4.3
nor2b_1       3             1.3
nor3_1        8             2.8
nor4_1        3             1.3
nor4b_1       3             1.9
o211ai_1      3             1.6
or4_1         3             1.6
xnor2_1       7             4.4
xor2_1        4             2.5
power breakdown:
group / internal [W] / leakage (nW) / switching (W)
combinational: 0.0000572 / 0.595 / 0.0000447
clock: 0.0000493 / 0.0288 / 0.0000349
sequential: 0.0000982 / 0.133 / 0.0000123
worst paths after layout:
check,startpoint,to
worst min-delay path,CounterValue[0],CounterValue[0]
worst max-delay path,OffsetEnable,CounterValue[10]
worst max register to register,CounterValue[0],CounterValue[10]
worst min register to register,CounterValue[0],CounterValue[0]
cell usage in the layout (no fill, tap or decap), drive strengths merged, types with 2 or more instances in the layout:
cell type       n
a211oi          3
nor4b           3
a221oi          2
clkdlybuf4s50  44
xor2            4
mux2i           5
nor2           16
nand3b          2
nand3           8
and3            2
o22ai           2
ha              8
dfxtp          16
or4             3
nor3            8
a21o            2
xnor2           7
nor4            3
or3             2
a21oi          13
nand2          27
nand2b          2
o211ai          4
and4            2
a31oi           2
o21ai           4
and2           11
nor2b           3
clkbuf          4
a211o           2
nor3b           2
final cells by class:
class | instances | area [µm²]
clock buffer | 4 | 55.05
fill | 1080 | 7843
inverter | 1 | 3.754
multi-input combinational | 158 | 1028
sequential | 16 | 320.3
tap | 133 | 166.4
timing repair buffer | 45 | 447.9
worst register-to-register path, cell delays in order (launching register included):
cell	delay [ps]
dfxtp_1	320
ha_1	220
fa_1	410
a21o_1	220
a221oi_2	410
o21ai_2	170
mux2i_1	220
nor4b_1	70
a211o_1	290
metrics by stage:
stage / hold slack, ps / cell area, µm² / setup WS [ps] / util, % / total power (W)
2_1_floorplan: 559.2 / 1405 / 3582 / - / 0.0001682
4_1_cts: 655.2 / 2022 / 3103 / 20.50 / 0.0003008
5_1_grt: 681.9 / 2022 / 2830 / 20.50 / 0.0003176
3_3_place_gp: 632.4 / 1967 / 2912 / 19.94 / 0.0002147
3_5_place_dp: 636.1 / 1967 / 2843 / 19.94 / 0.0002151
6_report: 642.4 / 2022 / 3082 / 20.50 / 0.0002967
cell families after synthesis:
| logic type | Yosys count |
|---|---|
| adder cells (fa/ha/maj) | 9 |
| buffers and inverters | 13 |
| AND-OR/OR-AND | 38 |
| AND/OR/NAND/NOR | 94 |
| flip-flops | 16 |
| multiplexers | 6 |
| XOR/XNOR | 11 |
Power figures rest on the tool's default switching activity, not on a simulated workload.

**flow/config.mk**
```make
export PLATFORM = sky130hd
export DESIGN_NAME = RegisterFile
export DESIGN_NICKNAME = RegisterFile
export VERILOG_FILES = /design/flow/design.v
export SDC_FILE = /design/flow/constraint.sdc
export NUM_CORES = 4
export LEC_CHECK = 1
export CORE_UTILIZATION = 40
```
**flow/constraint.sdc**
```tcl
current_design RegisterFile

set clk_period 20.5
set clk_io_pct 0.2

create_clock -name clk0 -period $clk_period [get_ports {Clock}]

set non_clock_inputs [all_inputs -no_clocks]
set_input_delay [expr $clk_period * $clk_io_pct] -clock clk0 $non_clock_inputs
set_output_delay [expr $clk_period * $clk_io_pct] -clock clk0 [all_outputs]
```
**flow/design.v**
```verilog
module RegisterFile
(
	input Clock,
	input [5:0] AddressA,
	output logic [15:0] ReadDataA,
	input [15:0] WriteData,
	input WriteEnable,
	input [5:0] AddressB,
	output logic [15:0] ReadDataB
);
	logic [15:0] Registers [64];  
	always_ff @(posedge Clock)
	begin
		if (WriteEnable)
			Registers [AddressA] <= WriteData;  
	end
	always_comb
	begin
	ReadDataA = Registers [AddressA];  
	ReadDataB = Registers [AddressB];  
	end
endmodule
```
**flow/run.sh**
```bash
#!/bin/bash
# OpenROAD 26Q1-2900-gdf79404cd8, Yosys 0.63+post, stock flow scripts
make -C /OpenROAD-flow-scripts/flow DESIGN_CONFIG=/design/flow/config.mk WORK_HOME=/design/flow/orfs finish
```
==> ci_impl_report.md <==
### Yosys + OpenROAD results

| Metric | Value |
|---|---|
| HP Class | in -> reg |
| CTS Root Buffer Type | clkbuf_16 |
| Setup Buffers After CTS | 0 |
| Post-CTS sizing | 0 |
| Row count | 126 |
| Post-synth seq share | 64.4% |
| Largest net degree at the start of global routing | 88 |
| Fillcell total | roughly 10000 |
| Clock slew at the register clock pins of the worst setup and hold paths | 0.06 ns |
| Final setup viols | 0 |
| Fraction of layout cells with a size suffix above 1 | about 29% |
| Vias per cell | 6.79 |
| Post-synth top area cell | edfxtp_1 |
| DR iter-0 viols | 2651 |
| Die area | around 120000 µm² |
| Die height | 347 µm |
| Peak supply drop | 0.0000689 V |
| Clk buf depth | 3 |
| Setup total negative slack | 0 ns |
| Largest registers | Registers x1024 |
| Register share of total power | around half |
| Mean Syn Cell Area | ~17 µm² |
| Placed inst area | approximately 51000 µm² |
| WHS Path Cells | 1 |
| Clock sink count | 1024 |
| Synth Warn # | 1 |
| # DRC | 0 |
| Leakage | 17.2 nW |
| Placeable Area | around 120000 µm² |
| Number of primary I/O pins | slightly above 60 |
| Post-synth EDFFs | 1024 |
| Drt total wl | 183000 µm |
| Final GP Congestion | 1.00 |
| Max Slew Vio Count | 0 |
| CTS Hold Bufs | 0 |
| Logic pwr share | 9.6% |
| DP Wirelength | between 100000 and 150000 µm |
| Combinational Area | 16000 µm² |
| Yosys Instances | 2809 |
| Final hold vios | 0 |
| Congestion Overflow GR | 0 |
| Outcome | completed |
| Critical Path AT | 9.14 ns |
| Min-delay src | WriteData[6] |
| Most frequent cells after synthesis | 1024 x edfxtp_1, 298 x mux4_2, 146 x mux2i_1, 144 x a221oi_1, 138 x mux2_2 |
| Final period util | 64.6% |
| CTS tree | done |
| Worst Hold End | Registers[44][6]$_DFFE_PP_ |
| Total GRT Usage | 33.2% |
| Power share of the clock group | 42.2% |
| Crit. End Element | primary output |
| Reg area | 30700 µm² |
| Die W | ~350 µm |
| Unrepaired setup endpoints after global routing | false |
| Net Sw Frac | 23.4% |
| Yosys cell types | about 56 |
| First-pass DRT Iterations | 6 |
| Synth Cell Area | 47700 µm² |
| Post-route ant nets | 0 |
| Max-Cap Viols | 0 |
| Post-synth area from yosys stat | 47700 µm² |
| Crit path kind | in -> out |
| CP required | 16.40 ns |
| Worst slew pin tran | 1.45 ns |
| Vias in the first global route | roughly 34000 |
| Ys async rst share | 0% |
| Max reg flops | ~1000 |
| CP Launch Type | input pin |
| Via count | 30900 |
| Initial antenna violation count | 11 |
| H-tree depth | 3 |
| Mapped Cells | 2809 |
| Dominant register cell | edfxtp_1 |
| Period minus WS final | ~13 ns |
| Per-cell routed wire length | 40.1 µm |
| Most instantiated library cell after synthesis | edfxtp_1 |
| First-pass GRT wire length | 255000 µm |
| Synth area leaders | edfxtp_1 64%, mux4_2 14%, mux2_2 3.3% |
| I/O Buffers | 61 |
| Power density over the cells | between 80 and 90 nW/µm² |
| Syn-to-layout area delta | 13.8% |
| CP max FO | 40 |
| TritonCTS Buffers | about 110 |
| Net switching power figure | between 1 and 1.5 mW |
| Post-route cell area | 54300 µm² |
| Fmax | 75.5 MHz |
| Worst rel slew slack | 2.47% |
| Top-area cell share | 64.4% |
| Core Util at FP | approximately 40% |
| Internal cell power | 3.70 mW |
| Most flops, register | Registers |
| Tool warnings | 26 |
| #FFs+latches synth | 1024 |
## layout by cell type (no fill, tap or decap), drive strengths merged, types with 8 or more instances in the layout
cell and count:
edfxtp 1024, mux4 298, buf 208, mux2i 146, a221oi 144, mux2 143, clkbuf 131, nor2 129
a21oi 87, nand2 87, o21ai 82, a22oi 77, o22ai 63, clkinv 45, clkdlybuf4s50 37, nor2b 29
o221ai 26, nand3 25, a211oi 21, a221o 21, bufinv 20, a22o 17, a31oi 14, a32oi 13
and3 12, o211ai 10, nand2b 9, o41ai 9, a222oi 9, or4 9, nor3 8
## how the worst max path moves through the flow
stage                        from            end  slack, ns  cells past startpoint
final                 AddressA[1]  ReadDataA[14]       7.26                     11
after global routing  AddressA[1]   ReadDataA[8]       7.16                     10
after CTS             AddressA[1]  ReadDataA[14]       7.45                     11
## stage by stage
step / hold WS [ns] / util (%) / total power, mW / setup slack (ns) / instances
6_report: 3.78 / 45.9 / 4.83 / 7.26 / 4553
5_1_grt: 3.79 / 45.9 / 4.93 / 7.16 / 4551
3_3_place_gp: 4.47 / 42.8 / 2.82 / 7.37 / 4346
2_1_floorplan: 4.20 / - / 2.59 / 10.50 / 2809
4_1_cts: 3.78 / 45.9 / 4.83 / 7.45 / 4547
3_5_place_dp: 4.50 / 42.8 / 2.82 / 7.47 / 4346
## final cells by class
type	instances	area share, %
sequential	1024	56.6
multi-input combinational	1536	29.4
clock buffer	131	5.17
timing repair buffer	245	3.61
tap	1536	3.54
clock inverter	70	1.56
inverter	5	0.0369
antenna	6	0.0276
## worst max-delay path, cell delays in order
cell and delay [ns]:
buf_8 0.32, buf_4 0.56, buf_4 0.59, nor2_4 0.13, buf_4 0.42, a221oi_1 0.44
nor2_1 0.09, o21ai_0 0.94, o211ai_1 0.35, or4_1 0.66, clkdlybuf4s50_1 0.48
## per-layer routing
layer	vias to the layer above	track usage [%]	part of all wire, %
met3	537	30.9	21
met5	-	10.1	0.76
met1	15200	34.8	29
li1	12200	-	-
met2	2916	45.1	43
met4	38	13.0	5.4
## kinds of logic (layout without fill, tap and decap cells)
logic type	count (synthesis)	count (layout)	share of synthesized area (%)
buf+inv	249	451	2.45
other cells	0	6	0
simple gates	335	335	3.25
mux	587	587	20.5
compound gates	614	614	9.35
flops	1024	1024	64.4
## power groups by stage
stage     clock network, mW  registers, mW  logic [mW]
4_1_cts                2.05           2.33       0.450
5_1_grt                2.13           2.33       0.480
6_report               2.04           2.33       0.465
Power figures rest on the tool's default switching activity, not on a simulated workload.
